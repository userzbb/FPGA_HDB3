$ cat ./config.mk
export PLATFORM = sky130hd
export DESIGN_NAME = hdb3_top
export DESIGN_NICKNAME = hdb3_top
export VERILOG_FILES = /design/flow/design.v
export SDC_FILE = /design/flow/constraint.sdc
export NUM_CORES = 4
export LEC_CHECK = 1
export CORE_UTILIZATION = 50
$ cat ./constraint.sdc
current_design hdb3_top

set clk_period 2.5
set clk_io_pct 0.2

create_clock -name clk0 -period $clk_period [get_ports {sys_clk}]

set non_clock_inputs [all_inputs -no_clocks]
set_input_delay [expr $clk_period * $clk_io_pct] -clock clk0 $non_clock_inputs
set_output_delay [expr $clk_period * $clk_io_pct] -clock clk0 [all_outputs]
$ cat ./design.v
`timescale 1ns / 1ps
module gen_pcm_signal(
        input wire clk,
        input wire rst_n,
        input wire sample_en,
        output reg [7:0] data_out
    );
    always @(posedge clk or negedge rst_n) begin
        if (!rst_n) begin
            data_out <= 8'd0;
        end
        else begin
            if (sample_en) begin
                data_out <= data_out + 1;  
            end
        end
    end
endmodule
`timescale 1ns / 1ps
module hdb3_dec(
        input wire clk,
        input wire rst_n,
        input wire hdb3_p,
        input wire hdb3_n,
        output reg data_out
    );
    reg [1:0] pulse_buf [3:0];  
    reg [3:0] data_buf;  
    reg last_pulse_pol;  
    wire [1:0] current_pulse;
    assign current_pulse = hdb3_p ? 2'b01 : (hdb3_n ? 2'b11 : 2'b00);  
    wire is_v;
    assign is_v = (current_pulse != 0) &&
           ((current_pulse == 2'b01 && last_pulse_pol == 1) ||
            (current_pulse == 2'b11 && last_pulse_pol == 0));
    integer i;
    always @(posedge clk or negedge rst_n) begin
        if (!rst_n) begin
            for (i=0; i<4; i=i+1)
                pulse_buf[i] <= 2'b00;
            data_buf <= 4'b0;
            last_pulse_pol <= 1'b0;  
            data_out <= 1'b0;
        end
        else begin
            pulse_buf[0] <= current_pulse;
            pulse_buf[1] <= pulse_buf[0];
            pulse_buf[2] <= pulse_buf[1];
            pulse_buf[3] <= pulse_buf[2];
            if (current_pulse != 0 && !is_v) begin
                last_pulse_pol <= (current_pulse == 2'b01) ? 1 : 0;
            end
            if (is_v) begin
                data_buf[0] <= 0;
            end
            else begin
                data_buf[0] <= (current_pulse != 0) ? 1 : 0;
            end
            data_buf[1] <= data_buf[0];
            data_buf[2] <= data_buf[1];
            if (is_v && pulse_buf[0] == 0 && pulse_buf[1] == 0 && pulse_buf[2] != 0) begin
                data_buf[3] <= 0;
            end
            else begin
                data_buf[3] <= data_buf[2];
            end
            data_out <= data_buf[3];
        end
    end
endmodule
`timescale 1ns / 1ps
module hdb3_enc(
        input wire clk,
        input wire rst_n,
        input wire data_in,
        output reg hdb3_p,  
        output reg hdb3_n   
    );
    reg [3:0] data_buf;
    reg [1:0] skip_cnt;
    reg last_pulse_pol;  
    reg odd_pulses;      
    always @(posedge clk or negedge rst_n) begin
        if (!rst_n) begin
            data_buf <= 4'b0;
            skip_cnt <= 2'b0;
            last_pulse_pol <= 1'b0;
            odd_pulses <= 1'b0;
            hdb3_p <= 1'b0;
            hdb3_n <= 1'b0;
        end
        else begin
            data_buf <= {data_buf[2:0], data_in};
            if (skip_cnt > 0) begin
                skip_cnt <= skip_cnt - 1;
                if (skip_cnt == 1) begin
                    if (last_pulse_pol) begin  
                        hdb3_p <= 1;
                        hdb3_n <= 0;
                    end
                    else begin  
                        hdb3_p <= 0;
                        hdb3_n <= 1;
                    end
                    odd_pulses <= 0;
                end
                else begin
                    hdb3_p <= 0;
                    hdb3_n <= 0;
                end
            end
            else begin
                if (data_buf[3] == 1) begin
                    if (last_pulse_pol == 0) begin  
                        hdb3_p <= 1;
                        hdb3_n <= 0;
                        last_pulse_pol <= 1;
                    end
                    else begin  
                        hdb3_p <= 0;
                        hdb3_n <= 1;
                        last_pulse_pol <= 0;
                    end
                    odd_pulses <= ~odd_pulses;
                end
                else begin
                    if (data_buf[3] == 0 && data_buf[2] == 0 && data_buf[1] == 0 && data_buf[0] == 0) begin
                        skip_cnt <= 3;  
                        if (odd_pulses == 0) begin
                            if (last_pulse_pol == 0) begin
                                hdb3_p <= 1;
                                hdb3_n <= 0;
                                last_pulse_pol <= 1;
                            end
                            else begin
                                hdb3_p <= 0;
                                hdb3_n <= 1;
                                last_pulse_pol <= 0;
                            end
                        end
                        else begin
                            hdb3_p <= 0;
                            hdb3_n <= 0;
                        end
                    end
                    else begin
                        hdb3_p <= 0;
                        hdb3_n <= 0;
                    end
                end
            end
        end
    end
endmodule
`timescale 1ns / 1ps
module hdb3_top(
        input wire sys_clk,
        input wire rst_n,
        output wire [7:0] pcm_source_data,  
        output wire hdb3_enc_in,            
        output wire hdb3_p,                 
        output wire hdb3_n,                 
        output wire hdb3_decoded_data,      
        output wire [7:0] pcm_decoded_data, 
        output wire pcm_decoded_valid       
    );
    wire sample_en;
    gen_pcm_signal u_gen_pcm (
                       .clk(sys_clk),
                       .rst_n(rst_n),
                       .sample_en(sample_en),
                       .data_out(pcm_source_data)
                   );
    pcm_enc u_pcm_enc (
                .clk(sys_clk),
                .rst_n(rst_n),
                .pcm_data_in(pcm_source_data),
                .pcm_serial_out(hdb3_enc_in),
                .sample_en(sample_en)
            );
    hdb3_enc u_hdb3_enc (
                 .clk(sys_clk),
                 .rst_n(rst_n),
                 .data_in(hdb3_enc_in),
                 .hdb3_p(hdb3_p),
                 .hdb3_n(hdb3_n)
             );
    hdb3_dec u_hdb3_dec (
                 .clk(sys_clk),
                 .rst_n(rst_n),
                 .hdb3_p(hdb3_p),
                 .hdb3_n(hdb3_n),
                 .data_out(hdb3_decoded_data)
             );
    pcm_dec u_pcm_dec (
                .clk(sys_clk),
                .rst_n(rst_n),
                .pcm_serial_in(hdb3_decoded_data),
                .pcm_data_out(pcm_decoded_data),
                .data_valid(pcm_decoded_valid)
            );
endmodule
`timescale 1ns / 1ps
module pcm_dec(
        input wire clk,
        input wire rst_n,
        input wire pcm_serial_in,
        output reg [7:0] pcm_data_out,
        output reg data_valid
    );
    reg [2:0] bit_cnt;
    reg [7:0] shift_reg;
    always @(posedge clk or negedge rst_n) begin
        if (!rst_n) begin
            bit_cnt <= 3'd0;
            shift_reg <= 8'd0;
            pcm_data_out <= 8'd0;
            data_valid <= 1'b0;
        end
        else begin
            shift_reg <= {shift_reg[6:0], pcm_serial_in};
            if (bit_cnt == 3'd7) begin
                pcm_data_out <= {shift_reg[6:0], pcm_serial_in};
                data_valid <= 1'b1;
            end
            else begin
                data_valid <= 1'b0;
            end
            bit_cnt <= bit_cnt + 1;
        end
    end
endmodule
`timescale 1ns / 1ps
module pcm_enc(
        input wire clk,
        input wire rst_n,
        input wire [7:0] pcm_data_in,
        output reg pcm_serial_out,
        output reg sample_en  
    );
    reg [2:0] bit_cnt;
    reg [7:0] shift_reg;
    always @(posedge clk or negedge rst_n) begin
        if (!rst_n) begin
            bit_cnt <= 3'd0;
            shift_reg <= 8'd0;
            pcm_serial_out <= 1'b0;
            sample_en <= 1'b0;
        end
        else begin
            if (bit_cnt == 3'd0) begin
                shift_reg <= pcm_data_in;
                pcm_serial_out <= pcm_data_in[7];  
                shift_reg[7:1] <= pcm_data_in[6:0];  
                sample_en <= 1'b1;  
            end
            else begin
                pcm_serial_out <= shift_reg[7];  
                shift_reg <= {shift_reg[6:0], 1'b0};  
                sample_en <= 1'b0;
            end
            bit_cnt <= bit_cnt + 1;
        end
    end
endmodule
$ cat ./run.sh
#!/bin/bash
# OpenROAD 26Q1-2900-gdf79404cd8, Yosys 0.63+post, stock flow scripts
make -C /OpenROAD-flow-scripts/flow DESIGN_CONFIG=/design/flow/config.mk WORK_HOME=/design/flow/orfs finish
==> qor.csv <==
metric;value;unit
outcome;finished, final reports clean;
period_needed;1770;ps
yosysTopAreaCell;dfrtp_1;
place_ws;1060;ps
warning_count;28;
area_growth;21.5;%
reg2reg_depth;6;
fin_area;0.00263;mm²
yosysSeqAreaShare;71.6;%
edf_count;0;
coreArea;0.00409;mm²
grt_use_total;15.7;%
synth_xor_xnor_area_share;4.04;%
fin_ws;728;ps
clk_latency;320;ps
critPathRequiredTime;2000;ps
mux_area_share;6.64;%
ys_sh_adder;4.04;%
fmax;564;MHz
yosys-top-cells-area;dfrtp_1 (72%), mux2_2 (5.7%), nand2_1 (4.2%);
max_cap_viol_count;0;
fillCellCount;284;
slowest_delay;510;ps
ys.flop_type;dfrtp_1;
cts_made_buffers;9;
ys_types;29;
cp_top_family;buffers and inverters;
drt_iter0_drc;24;
h-tree-depth;3;
criticalPathCategory;reg -> out;
post_cts_resized;0;
num_antenna_cells;0;
async_flop_share;100;%
ioPinCount;23;
cts_tree;built;
path_depth;1;
path_max_fanout;6;
drtPass1Iterations;3;
hold_buffers;0;
clockRootBuffer;clkbuf_8;
grt_pass1_wl;5130;µm
yosys_area;0.00217;mm²
crit_path_start_kind;register;
post-synth-top-count-cell;dfrtp_1;
top_logic_kind;simple AND/OR/NAND/NOR gates;
top_cell_area_share;71.6;%
wl;2980;µm
hold_path_class;in -> async;
clock_path_buffers;2;
synth-compound-area-share;3.18;%
cts_sinks;62;
chip_area;0.00460;mm²
crit_buf_inv;1;
worst-slew-pin-transition;729;ps
yosys-stat-cells;149;
critPathSlowestCell;clkdlybuf4s50_1;
grt_max_degree;33;
vdd_drop_max;562;µV
drive_above_1_share;17.2;%
p_total;1820;µW
grt_pass1_vias;1167;
synth.cell_area;0.00217;mm²
worstPathCellList;clkdlybuf4s50_1;
post-cts-setup-buffers;0;
fp_util;53.0;%
path_clk_slew;60;ps
rsz0062_at_grt;false;
min_period_over_period;70.9;%
grt.overflow.total;0;
die_w;67.8;µm
drv_slew;0;
setup_viol;0;
antenna_found_initial;0;
dpl.hpwl;1920;µm
route.detailed.drc;0;
portBuffers;22;
placed_cell_area;0.00245;mm²
avgSynthCellArea;14.5;µm²
arrival;1270;ps
synth_simple_gate_area_share;8.60;%
leakage;0.00132;µW
die_y;67.8;µm
place.gp.congestion;0.708;
vias_per_cell;4.84;
vias;1142;
power_density;692;mW/mm²
ys.warnings.count;6;
critPathCaptureType;output pin;
synth_cells;149;
finalHoldViolations;0;
ys_ff;62;
maxSlewHeadroom;51.4;%
route.detailed.wl_per_inst;12.6;µm
setup-tns-final;0;ps
ant_nets;0;
top_cells_by_count;dfrtp_1 (62), nand2_1 (24), mux2_2 (11);
fin_skew;6.42;ps
core.rowCount;23;
-- area by class of cell --
cell class                      count  area (µm²)  share of cell area [%]
Clock buffer                       11         131                    4.99
Clock inverter                      5        50.0                    1.90
Inverter                            7        28.8                    1.09
Multi-Input combinational cell     78         574                    21.8
Sequential cell                    62        1550                    58.9
Tap cell                           50        62.6                    2.38
Timing Repair Buffer               23         235                    8.93
-- cells by family after synthesis --
family / after synthesis
adder cells (fa/ha/maj): 7
XOR/XNOR: 10
flip-flops: 62
AND/OR/NAND/NOR: 39
buffers and inverters: 9
multiplexers: 13
AND-OR/OR-AND: 9
-- through the flow --
stage	util [%]	hold slack (ps)	instances
floorplan	-	204	149
global placement	60.0	334	220
detailed placement	60.0	336	220
CTS	64.5	238	236
global route	64.5	272	236
finish	64.5	231	236
-- routing by layer --
layer  part of all wire, %  global-route usage [%]
met5                     0                       0
met4                   2.4                    3.39
met3                   6.7                    5.57
met2                    40                    22.4
met1                    50                    25.0
-- power by group --
| group | internal [µW] | switching (µW) |
|---|---|---|
| clock network | 453 | 342 |
| registers | 1000 | 0 |
| logic | 3.70 | 18.5 |
-- worst paths after layout --
| kind | start | end | slack [ps] |
|---|---|---|---|
| setup / recovery | u_gen_pcm.data_out[2] | pcm_source_data[2] | 730 |
| hold / removal | rst_n | u_pcm_dec.bit_cnt[2] | 230 |
| setup reg to reg | u_pcm_enc.bit_cnt[0] | u_pcm_enc.shift_reg[1] | 1070 |
| hold reg to reg | u_hdb3_dec.data_buf[1] | u_hdb3_dec.data_buf[2] | 350 |
| max in group asynchronous | rst_n | u_pcm_dec.shift_reg[4] | 1670 |
| min in group clk0 | u_hdb3_dec.data_buf[1] | u_hdb3_dec.data_buf[2] | 350 |
-- cell usage in the layout (no fill, tap or decap) --
cell,n
bufinv_16,1
inv_1,6
clkdlybuf4s50_1,21
nand2b_1,2
nand4_2,1
o21ai_0,2
and2_1,1
xnor2_1,5
or2_2,1
nor3_2,1
buf_12,1
mux2_2,11
nor4_1,2
nand4_1,2
clkbuf_1,2
buf_2,1
xor2_1,5
a21o_1,1
dfrtp_1,62
o21a_1,1
ha_1,7
o41ai_2,1
nor2_1,3
a22o_1,1
inv_4,1
nor2b_1,1
clkbuf_8,9
o22ai_1,1
and3_1,1
nand2_1,24
mux2i_1,2
a21oi_1,1
o21bai_1,1
clkinv_2,4
No activity file was given, so power comes from the tool's default toggle rates.
