**flow/config.mk**
```make
export PLATFORM = sky130hd
export DESIGN_NAME = gen_data_fixed
export DESIGN_NICKNAME = gen_data_fixed
export VERILOG_FILES = /design/flow/design.v
export SDC_FILE = /design/flow/constraint.sdc
export NUM_CORES = 4
export LEC_CHECK = 1
export CORE_AREA = 10 10 81 81
export DIE_AREA = 0 0 91 91
```
**flow/constraint.sdc**
```tcl
current_design gen_data_fixed

set clk_period 1.0
set clk_io_pct 0.2

create_clock -name clk0 -period $clk_period [get_ports {clk}]

set non_clock_inputs [all_inputs -no_clocks]
set_input_delay [expr $clk_period * $clk_io_pct] -clock clk0 $non_clock_inputs
set_output_delay [expr $clk_period * $clk_io_pct] -clock clk0 [all_outputs]
```
**flow/design.v**
```verilog
`timescale 1ns / 1ps
module gen_data_fixed(
        input wire clk,
        input wire rst_n,
        output reg data_out
    );
    reg [31:0] pattern = 32'b1011_0000_0000_1100_0010_0000_0000_1011;
    always @(posedge clk or negedge rst_n) begin
        if (!rst_n) begin
            pattern <= 32'b1011_0000_0000_1100_0010_0000_0000_1011;
            data_out <= 1'b0;
        end
        else begin
            data_out <= pattern[31];
            pattern <= {pattern[30:0], pattern[31]};  
        end
    end
endmodule
```
**flow/run.sh**
```bash
#!/bin/bash
# OpenROAD 26Q1-2900-gdf79404cd8, Yosys 0.63+post, stock flow scripts
make -C /OpenROAD-flow-scripts/flow DESIGN_CONFIG=/design/flow/config.mk WORK_HOME=/design/flow/orfs finish
```
==> flow_metrics.env <==
# yosys + openroad results
export IMPL_synthDistinctLibCells=2
export IMPL_ys_flop_type="dfrtp_1"
export IMPL_yosysWarnings=1
export IMPL_io_buffers=2
export IMPL_hold_path_class="input port to async pin"
export IMPL_drt_first_pass_iters=2
export IMPL_drc_errors=0
export IMPL_totalWireLength_um=918
export IMPL_most_common_cell="dfrtp_1"
export IMPL_worst_ep_arrival_time_ns=0.73
export IMPL_cts_setup_buffers=0
export IMPL_dr_first_iter_drc_count=21
export IMPL_p_int_mw=1.91
export IMPL_drv_cap=0
export IMPL_syn_instance_count=33
export IMPL_place_gp_congestion=0.700
export IMPL_post_cts_resized=3
export IMPL_vias=279
export IMPL_die_area_um2=8280
export IMPL_cts_tree="done"
export IMPL_slowest_delay_ns=0.35
export IMPL_switching_share_pct=18.6
export IMPL_power_per_cell_area_nw_per_um2=2240
export IMPL_design_area_um2=1050
export IMPL_p_comb_share_pct=1.5
export IMPL_slew_violations=0
export IMPL_grt_pass1_wl_um=1740
export IMPL_seq_power_share_pct=57.1
export IMPL_avgSynthCellArea_um2=25.4
export IMPL_clk_latency_ns=0.27
export IMPL_clk_pin_slew_ns=0.06
export IMPL_grt_max_degree=34
export IMPL_finalCritPeriodShare_pct=92.8
export IMPL_htree_levels=2
export IMPL_p_leak_nw=0.493
export IMPL_die_w_um=91
export IMPL_holdBufCountCts=0
export IMPL_grt_ovfl_total=0
export IMPL_startpoint_type="flip-flop"
export IMPL_grt_use_total_pct=2.63
export IMPL_slowest_stage="dfrtp_1"
export IMPL_clock_skew_ns=0.00128
export IMPL_worst_pin_slew_ns=0.165
export IMPL_n_fill_cell=515
export IMPL_required_ns=0.80
export IMPL_placed_cell_area_um2=961
export IMPL_diodes=0
export IMPL_rsz0062_at_grt="no"
export IMPL_floorplan_io_pins=3
export IMPL_r2r_slack_ns=0.41
export IMPL_status="finished, final reports clean"
export IMPL_yosys_area_top_type_share_pct=71.7
export IMPL_criticalPathCategory="flip-flop to output port"
export IMPL_vdd_drop_max_uv=878
export IMPL_grt_pass1_vias=329
export IMPL_async_reset_ff_share_pct=100
export IMPL_end_kind="output port"
export IMPL_topCellsByArea="dfrtp_1 (72%), dfstp_2 (28%)"
export IMPL_crit_buf_inv=1
export IMPL_yosysChipArea_um2=837
export IMPL_crit_family="flip-flops"
export IMPL_comb_area_um2=0
export IMPL_initCoreUtil_pct=17.4
export IMPL_core_um2=4820
export IMPL_slew_headroom_pct=89.0
export IMPL_setup_violations=0
export IMPL_regArea_um2=837
export IMPL_hold_viol=0
export IMPL_clock_power_share_pct=41.4
export IMPL_viasPerCell=2.51
export IMPL_min_period_ns=0.928
export IMPL_antenna_found_initial=0
export IMPL_worst_path_max_fanout=1
export IMPL_rows=25
export IMPL_ys_cells=33
export IMPL_net_switching_power_mw=0.436
export IMPL_common_cells="dfrtp_1 (24), dfstp_2 (9)"
export IMPL_edf_count=0
export IMPL_die_h_um=91
export IMPL_crit_chain="buf_2"
export IMPL_post_drt_wl_per_cell_um=8.27
export IMPL_cts_root_buf="clkbuf_8"
export IMPL_ys_seq_share_pct=100
export IMPL_fmax_mhz=1080
export IMPL_netlist_area_um2=837
export IMPL_clock_sinks=33
export IMPL_tns_ns=0
export IMPL_clock_path_buffers=2
export IMPL_cts_made_buffers=5
export IMPL_synth_flops=33
export IMPL_warnings=25
export IMPL_synth_top_cell_by_area="dfrtp_1"
export IMPL_drive_gt1_share_pct=38.6
export IMPL_dpl_hpwl_um=456
export IMPL_area_delta_synth_final_pct=25.0
export IMPL_antenna_left=0
export IMPL_nMultiInputCombCells=0
==> cells by family after synthesis <==
kind of cell	Yosys count	share of synthesized area, %
flip-flops	33	100
==> flip-flops by register name, indices dropped and copies added, names as in the netlist <==
| name | flops |
|---|---|
| pattern | 32 |
| data_out | 1 |
==> placed cells by master, fill, tap and decap left out, drive strengths merged <==
master and instances:
dfstp 9, clkbuf 8, clkdlybuf4s50 1, dfrtp 24, buf 2
==> cell type report <==
type | instances | area share, %
flip-flops and latches | 33 | 80.0
repair buffers | 3 | 3.35
well taps | 67 | 8.01
clock buffers | 8 | 8.61
==> metal layers <==
metal  vias up  GRT usage [%]  part of all wire (%)
met5         -              0                     0
met3         5           1.83                   8.3
met2         8           2.45                    35
met4         0          0.653                   2.4
met1       148           4.35                    55
li1        118              -                     -
==> final timing paths <==
kind                                       start  cells past startpoint                    end
max in group asynchronous                  rst_n                      2  pattern[31]$_DFF_PN1_
hold / removal                             rst_n                      2  pattern[20]$_DFF_PN0_
setup reg to reg           pattern[31]$_DFF_PN1_                      0     data_out$_DFF_PN0_
setup / recovery              data_out$_DFF_PN0_                      1               data_out
hold reg to reg            pattern[17]$_DFF_PN0_                      0  pattern[18]$_DFF_PN1_
min in group clk0          pattern[17]$_DFF_PN0_                      0  pattern[18]$_DFF_PN1_
==> power groups by stage <==
stage     Combinational [mW]  Sequential (mW)  Clock (mW)
4_1_cts               0.0376             1.34        1.00
5_1_grt               0.0422             1.34        1.06
6_report              0.0356             1.34       0.971
==> metrics by stage <==
step	std cells	hold slack, ns	setup WS [ns]	power, mW	util, %
3_3_place_gp	103	0.338	0.0319	1.40	19.9
5_1_grt	111	0.307	0.0240	2.44	21.7
3_5_place_dp	103	0.336	0.0295	1.40	19.9
4_1_cts	111	0.299	0.0555	2.38	21.7
6_report	111	0.292	0.0715	2.34	21.7
2_1_floorplan	33	-0.0956	0.435	1.36	-
Power is estimated from default activity; no workload was simulated.
